File: flow/design.v
module ball_sm(clk, reset, sys_clk, p1_position, p2_position, vga_h_sync, vga_v_sync, inDisplayArea, CounterX, CounterY, b_display, p1_score, p2_score);
input clk;
input reset;
input sys_clk;
input [9:0] p1_position;
input [9:0] p2_position;
output vga_h_sync, vga_v_sync;
output inDisplayArea;
output [9:0] CounterX;
output [9:0] CounterY;
output b_display;
output [3:0] p1_score;
output [3:0] p2_score;
wire [9:0] X, Y;
hvsync_generator hvsync_gen(.clk(clk), .reset(reset), .vga_h_sync(vga_h_sync), .vga_v_sync(vga_v_sync), .inDisplayArea(inDisplayArea), .CounterX(X), .CounterY(Y));
assign CounterX = X;
assign CounterY = Y;
reg [9:0] ball_x;
reg [9:0] ball_y;
reg [4:0] state;
reg TOP1, BOP1, TOP2, BOP2;
wire [9:0] p1_max, p1_min, p2_max, p2_min;
reg [3:0] score1, score2;
assign p1_max = p1_position + 45;
assign p1_min = p1_position - 45;
assign p2_max = p2_position + 45;
assign p2_min = p2_position - 45 ;
localparam
	Q_I  = 6'b000001,
	Q_UR = 6'b000010,
	Q_DL = 6'b000100,
	Q_UL = 6'b001000,
	Q_DR = 6'b010000,
	Q_DONE = 6'b100000,
	P2 = 605,
	P1 = 35,
	Y_MAX = 476,
	Y_HALF = 245,
	Y_MIN = 5;
always @ (posedge sys_clk)
	begin
		if (reset)
			begin
			state <= Q_I;
			ball_x <= 300;
			ball_y <= 245;
			TOP1 <= 0;
			BOP1 <= 0;
			TOP2 <= 0;
			BOP2 <= 0;
			end
		else
			begin
			TOP1 <= (ball_y >= p1_min && ball_y < p1_position);
			BOP1 <= (ball_y >= p1_position && ball_y <= p1_max);
			TOP2 <= (ball_y >= p2_min && ball_y < p2_position);
			BOP2 <= (ball_y >= p2_position && ball_y <= p2_max);
			case(state)
				Q_I:
					begin
					state <= Q_DL;
					ball_x <= 300;
					ball_y <= 245;
					end
				Q_UR:
					begin
					if (ball_x < P2)
						begin
						if (ball_y <= Y_MIN)
							state <= Q_DR;
						end
					else
						begin
						if ((ball_y > Y_HALF && TOP2) || (ball_y <= Y_HALF && BOP2))
							state <= Q_UL;
						else if ((ball_y > Y_HALF && BOP2) || (ball_y <= Y_HALF && TOP2))
							state <= Q_DL;
						else
							begin
							score1 <= score1 + 1;
							if (score1 < 9)
								state <= Q_I;
							else
								state <= Q_DONE;
							end
						end
					ball_x <= ball_x + 5;
					ball_y <= ball_y - 5;
					end
				Q_DL:
					begin
					if (ball_x > P1)
						begin
						if (ball_y >= Y_MAX)
							state <= Q_UL;
						end
					else
						begin
						if ((ball_y > Y_HALF && TOP1) || (ball_y <= Y_HALF && BOP1))
							state <= Q_DR;
						else if ((ball_y > Y_HALF && BOP1) || (ball_y <= Y_HALF && TOP1))
							state <= Q_UR;
						else
							begin
							score2 <= score2 + 1;
							if (score2 < 9)
								state <= Q_I;
							else
								state <= Q_DONE;
							end
						end
					ball_x <= ball_x - 6;
					ball_y <= ball_y + 6;
					end
				Q_UL:
					begin
					if (ball_x > P1)
						begin
						if (ball_y <= Y_MIN)
							state <= Q_DL;
						end
					else
						begin
						if ((ball_y > Y_HALF && TOP1) || (ball_y <= Y_HALF && BOP1))
							state <= Q_UR;
						else if ((ball_y > Y_HALF && BOP1) || (ball_y <= Y_HALF && TOP1))
							state <= Q_DR;
						else
							begin
							score2 <= score2 + 1;
							if (score2 < 9)
								state <= Q_I;
							else
								state <= Q_DONE;
							end
						end
					ball_x <= ball_x - 7;
					ball_y <= ball_y - 5;
					end
				Q_DR:
					begin
					if (ball_x < P2)
						begin
						if (ball_y >= Y_MAX)
							state <= Q_UR;
						end
					else
						begin
						if ((ball_y > Y_HALF && TOP2) || (ball_y <= Y_HALF && BOP2))
							state <= Q_DL;
						else if ((ball_y > Y_HALF && BOP2) || (ball_y <= Y_HALF && TOP2))
							state <= Q_UL;
						else
							begin
							score1 <= score1 + 1;
							if (score1 < 9)
								state <= Q_I;
							else
								state <= Q_DONE;
							end
						end
					ball_x <= ball_x + 5;
					ball_y <= ball_y + 7;
					end
				Q_DONE:
					begin
					ball_x <= 300;
					ball_y <= 250;
					end
				default:
					begin
					state <= 5'bXXXXX;
					end
			endcase
		end
	end
assign b_display = ball_x <= (X+5) && ball_x >= (X-5) && ball_y <= (Y+5) && ball_y >= (Y-5);
assign p1_score = score1;
assign p2_score = score2;
endmodule
module hvsync_generator(clk, reset,vga_h_sync, vga_v_sync, inDisplayArea, CounterX, CounterY);
input clk;
input reset;
output vga_h_sync, vga_v_sync;
output inDisplayArea;
output [9:0] CounterX;
output [9:0] CounterY;
reg [9:0] CounterX;
reg [9:0] CounterY;
reg vga_HS, vga_VS;
reg inDisplayArea;
always @(posedge clk)
begin
   if(reset)
      CounterX <= 0;
   else if(CounterX==10'h320)
	   CounterX <= 0;
   else
	   CounterX <= CounterX +1;
end
always @(posedge clk)
begin
   if(reset)
      CounterY<=0; 
   else if(CounterY==10'h209)     
      CounterY<=0;
   else if(CounterX==10'h320)     
      CounterY <= CounterY + 1;
end
always @(posedge clk)
begin
	vga_HS <= (CounterX>655 && CounterX<752); 	 
	vga_VS <= (CounterY==490 ||CounterY==491); 	 
end 
always @(posedge clk)
   if(reset)
      inDisplayArea<=0;
   else
	   inDisplayArea <= (CounterX<640) && (CounterY<480);
assign vga_h_sync = ~vga_HS;
assign vga_v_sync = ~vga_VS;
endmodule
File: flow/run.sh
#!/bin/bash
# OpenROAD 26Q1-2900-gdf79404cd8, Yosys 0.63+post, stock flow scripts
make -C /OpenROAD-flow-scripts/flow DESIGN_CONFIG=/design/flow/config.mk WORK_HOME=/design/flow/orfs finish
File: flow/config.mk
export PLATFORM = sky130hd
export DESIGN_NAME = ball_sm
export DESIGN_NICKNAME = ball_sm
export VERILOG_FILES = /design/flow/design.v
export SDC_FILE = /design/flow/constraint.sdc
export NUM_CORES = 4
export LEC_CHECK = 1
export CORE_UTILIZATION = 30
File: flow/constraint.sdc
current_design ball_sm

set clk_period 5.4
set clk_io_pct 0.2

create_clock -name clk0 -period $clk_period [get_ports {clk}]
create_clock -name clk1 -period $clk_period [get_ports {sys_clk}]

set non_clock_inputs [all_inputs -no_clocks]
set_input_delay [expr $clk_period * $clk_io_pct] -clock clk0 $non_clock_inputs
set_output_delay [expr $clk_period * $clk_io_pct] -clock clk0 [all_outputs]
==> flow_metrics.env <==
# flow metrics
export IMPL_ff2ff_path_depth=8
export IMPL_r2r_setup_slack_ns=2.42
export IMPL_dieWidth_um=156
export IMPL_synth_distinct_cells=73
export IMPL_vias_per_cell=5.11
export IMPL_clock_skew_ns=0.00813
export IMPL_worst_pin_slew_ns=0.759
export IMPL_relSlewSlack_pct=49.1
export IMPL_p_total_mw=1.48
export IMPL_track_usage_pct=15.2
export IMPL_cp_start_kind="flop"
export IMPL_drive_gt1_share_pct=4.87
export IMPL_ys_seq_share_pct=18.3
export IMPL_drtPass1Iterations=5
export IMPL_io_pins=55
export IMPL_critical_path_class="flop to primary output"
export IMPL_num_antenna_cells=0
export IMPL_outcome="completed"
export IMPL_top_area_cell="ha_1"
export IMPL_path_cells="or4_1, nor3_1, xnor2_1, ha_1, o211ai_1, a21oi_1, a221oi_1, or4_1, a2111oi_0, clkdlybuf4s50_1"
export IMPL_critical_path_arrival_ns=3.84
export IMPL_synthCells=885
export IMPL_reg2reg_from="state[2]$_DFF_P_"
export IMPL_crit_path_start="hvsync_gen.CounterY[4]$_SDFFE_PP0P_"
export IMPL_coreArea_um2=22900
export IMPL_routed_wl_mm=17.7
export IMPL_crit_slowest_cell="or4_1"
export IMPL_synth_edff_count=8
export IMPL_synth_area_top_cells="ha_1 22%, dfxtp_1 15%, xnor2_1 6.9%"
export IMPL_path_max_fanout=11
export IMPL_setup_violations=0
export IMPL_r2r_end="ball_x[9]$_SDFFE_PP0N_"
export IMPL_warning_count=41
export IMPL_p_per_area_nw_per_um2=182
export IMPL_ys_chip_area_um2=7120
export IMPL_rsz0062_at_grt="no"
export IMPL_p_leak_nw=3.31
export IMPL_grt_max_degree=36
export IMPL_drv_cap=0
export IMPL_critPathRequiredTime_ns=4.32
export IMPL_syn_area_um2=7120
export IMPL_die_y_um=156
export IMPL_ctsHoldBuffers=0
export IMPL_synth_flop_count=61
export IMPL_initialDrtViolationCount=337
export IMPL_wl_per_cell_um=14.3
export IMPL_cts_sinks=61
export IMPL_dp_hpwl_mm=13.5
export IMPL_cts_setup_buffers=0
export IMPL_dr_total_vias=6317
export IMPL_cts_tree="built"
export IMPL_syn_area_per_cell_um2=8.04
export IMPL_syn2layout_area_growth_pct=14.2
export IMPL_ys_cells=885
export IMPL_hp_class="flop to flop"
export IMPL_fp_utilization_pct=31.1
export IMPL_stdcell_count=1237
export IMPL_endpoint_kind="primary output"
export IMPL_synth_top_area_share_pct=22.2
export IMPL_grt_pass1_wl_mm=30.2
export IMPL_maxSlewViolCount=0
export IMPL_die_area_um2=24300
export IMPL_io_buffers=53
export IMPL_cpMostUsedCell="or4_1"
export IMPL_synthTopCellsByCount="126 x ha_1, 89 x nor2_1, 63 x a21oi_1"
export IMPL_finalHoldViolCount=0
export IMPL_fill_cells=2393
export IMPL_grt_overflow=0
export IMPL_endpoint="b_display"
export IMPL_flop_cell="dfxtp_1"
export IMPL_clk_pin_slew_ns=0.06
export IMPL_dp_cells=1225
export IMPL_grt_pass1_vias=5946
export IMPL_gp_congestion=0.848
export IMPL_async_reset_ff_share_pct=0
export IMPL_antenna_found_initial=0
export IMPL_cts_resized_gates=0
export IMPL_postRouteAntennaNets=0
export IMPL_hold_depth=2
export IMPL_rows=55
export IMPL_ys_warn_count=2
export IMPL_drc=0
export IMPL_most_common_cell="ha_1"
export IMPL_slowest_delay_ns=0.64
export IMPL_peakVddDrop_mv=0.114
export IMPL_setup_tns_ns=0
## flip-flops by register name (all words and copies together), names as in the netlist
signal,flops
ball_x,10
ball_y,10
hvsync_gen.CounterX,10
hvsync_gen.CounterY,10
state,6
score1,4
score2,4
BOP1,1
BOP2,1
TOP1,1
TOP2,1
hvsync_gen.inDisplayArea,1
hvsync_gen.vga_HS,1
hvsync_gen.vga_VS,1
## metal layers
| layer | track usage (%) | share of wire [%] | wire [um] | vias up |
|---|---|---|---|---|
| met4 | 1.82 | 0.94 | 167 | 0 |
| met2 | 24.9 | 45 | 8070 | 103 |
| met5 | 0 | 0 | 0 | - |
| met1 | 22.4 | 50 | 8890 | 2892 |
| met3 | 1.58 | 3.5 | 613 | 12 |
| li1 | - | - | - | 3310 |
## cell families (layout without fill, tap and decap cells)
logic type                 Yosys count  after routing  share of synthesized area (%)
and+or+nand+nor                    273            273                           19.9
AOI/OAI and AO/OA                  237            237                           21.6
adders and majority gates          126            126                           22.2
buffers and inverters               94            133                           6.31
xor gates and xnor gates            88             88                           10.8
DFF                                 61             61                           18.3
muxes                                6              6                          0.897
## cells in the final DEF (no fill, tap or decap), drive strengths merged, types with 13 or more instances in the layout
master,synthesis,layout
a21oi,63,63
nand2,39,39
nand3,22,22
nand4,22,22
o21ai,52,52
dfxtp,53,53
nor3,21,21
xnor2,56,56
nor2,89,89
a211oi,13,13
xor2,32,32
ha,126,126
clkdlybuf4s50,0,53
nand2b,13,13
a21o,22,22
inv,54,54
buf,10,14
## metrics by stage
step	area [um2]	util (%)	worst slack, ns	hold slack (ns)
global route	8120	35.4	0.149	0.528
CTS	8120	35.4	0.392	0.506
finish	8120	35.4	0.484	0.501
floorplan	7120	-	1.95	0.449
global placement	7900	34.5	0.695	0.490
detailed placement	7900	34.5	0.669	0.485
## layout make-up
class                      instances  area, um2  area share [%]
sequential                        61       1300            16.0
tap                              313        392            4.82
timing repair buffer              67        636            7.83
multi-input combinational        730       5370            66.1
clock inverter                     1       5.00          0.0616
clock buffer                      11        221            2.73
inverter                          54        203            2.50
## critical path: cells and delay by family, from the launching register on
kind                     cells  cell delay [ns]
AND/OR/NAND/NOR              3             1.25
XOR/XNOR                     1             0.10
buffers and inverters        1             0.60
flip-flops                   1             0.43
AND-OR/OR-AND                4             0.89
adder cells (fa/ha/maj)      1             0.31
## worst min-delay path by stage
stage                    start          endpoint  slack, ns
CTS           state[1]$_DFF_P_  state[0]$_DFF_P_       0.51
global route  state[1]$_DFF_P_  state[0]$_DFF_P_       0.53
finish        state[1]$_DFF_P_  state[0]$_DFF_P_       0.50
## power by group
group / internal (mW) / switching (mW) / total (mW) / leakage [nW]
clock: 0.284 / 0.169 / 0.453 / 0.112
combinational: 0.231 / 0.293 / 0.524 / 2.70
sequential: 0.477 / 0.0278 / 0.505 / 0.503
Power and IR drop assume default switching activity.
